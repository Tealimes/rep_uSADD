==> run.sh <==
#!/bin/bash
# OpenROAD 26Q1-2900-gdf79404cd8, Yosys 0.63+post, stock flow scripts
make -C /OpenROAD-flow-scripts/flow DESIGN_CONFIG=/design/flow/config.mk WORK_HOME=/design/flow/orfs finish
==> config.mk <==
export PLATFORM = sky130hd
export DESIGN_NAME = sobolrng
export DESIGN_NICKNAME = sobolrng
export VERILOG_FILES = /design/flow/design.v
export SDC_FILE = /design/flow/constraint.sdc
export NUM_CORES = 4
export LEC_CHECK = 1
export CORE_AREA = 10 10 75 75
export DIE_AREA = 0 0 85 85
==> constraint.sdc <==
current_design sobolrng

set clk_period 2.2
set clk_io_pct 0.2

create_clock -name clk0 -period $clk_period [get_ports {iClk}]

set non_clock_inputs [all_inputs -no_clocks]
set_input_delay [expr $clk_period * $clk_io_pct] -clock clk0 $non_clock_inputs
set_output_delay [expr $clk_period * $clk_io_pct] -clock clk0 [all_outputs]
==> design.v <==
module sobolrng_core #(
    parameter BITWIDTH = 8
) (
    input wire iClk,  
    input wire iRstN,  
    input wire iEn,
    input wire iClr,
    input wire [BITWIDTH - 1: 0] iOneHot,  
    input wire [BITWIDTH*BITWIDTH - 1: 0] dirVec,
    output reg [BITWIDTH - 1: 0] oRand  
);
    wire [BITWIDTH * BITWIDTH - 1: 0] orVec;
    wire [BITWIDTH - 1: 0] vec;
    assign orVec[BITWIDTH - 1: 0] = iOneHot[0] ? dirVec[BITWIDTH - 1: 0] : 0;
    genvar i;
    generate 
        for(i = 1; i < BITWIDTH; i = i + 1) begin
            assign orVec[(i+1)*BITWIDTH-1:i*BITWIDTH] = orVec[i*BITWIDTH-1:(i-1)*BITWIDTH] | (iOneHot[i] ? dirVec[(i+1)*BITWIDTH-1 : i*BITWIDTH] : 0);
        end
    endgenerate
    assign vec = orVec[BITWIDTH*BITWIDTH - 1: (BITWIDTH-1)*BITWIDTH];
    always@(posedge iClk or negedge iRstN) begin
        if(~iRstN) begin
            oRand <= 0;
        end else begin
            if(iClr) begin
                oRand <= 0;
            end else begin
                if(iEn) begin
                    oRand <= oRand ^ vec;
                end else begin 
                    oRand <= oRand;
                end 
            end 
        end
    end
endmodule
module lsz # (
    parameter BITWIDTH = 4,
    parameter LOGBITWIDTH = $clog2(BITWIDTH)  
) (
    input wire [BITWIDTH - 1: 0] iGrey,  
    output wire [BITWIDTH - 1: 0] oOneHot,  
    output reg [LOGBITWIDTH - 1: 0] lszIdx  
);
    wire [BITWIDTH - 1: 0] tc;  
    genvar i;
    assign tc[0] = ~iGrey[0]; 
    generate 
        for (i = 1; i < BITWIDTH; i = i + 1) begin
            assign tc[i] = tc[i - 1] | ~iGrey[i];
        end
    endgenerate
    genvar j;
    assign oOneHot[0] = tc[0];
    generate 
        for(j = 1; j < BITWIDTH; j = j + 1) begin
            assign oOneHot[j] = tc[j - 1] ^ tc[j];
        end
    endgenerate
    always@(*) begin
        case(oOneHot)
            'd1 : lszIdx = 'd0;
            'd2 : lszIdx = 'd1;
            'd4 : lszIdx = 'd2;
            'd8 : lszIdx = 'd3;
            'd16 : lszIdx = 'd4;
            'd32 : lszIdx = 'd5;
            'd64 : lszIdx = 'd6;
            'd128 : lszIdx = 'd7;
            'd256 : lszIdx = 'd8;
            'd512 : lszIdx = 'd9;
            default : lszIdx = 'd0;
        endcase
    end
endmodule
module cntwithen #(
    parameter BITWIDTH = 4  
) (
    input wire iClk,  
    input wire iRstN,  
    input wire iEn, 
    input wire iClr, 
    output reg [BITWIDTH - 1:0] oCnt
);
    always@(posedge iClk or negedge iRstN) begin
        if(~iRstN) begin
            oCnt <= 0;
        end else begin
            if(iClr) begin
                oCnt <= 0;
            end else begin
                oCnt <= oCnt + iEn;
            end
        end
    end
endmodule
module sobolrng #(
    parameter BITWIDTH = 8
) (
    input wire iClk,  
    input wire iRstN,  
    input wire iEn, 
    input wire iClr, 
    output reg [BITWIDTH - 1: 0] sobolseq
);
    wire [BITWIDTH - 1: 0] cntNum;
    wire [BITWIDTH - 1: 0] oneHot;
    wire [BITWIDTH*BITWIDTH - 1: 0] dirVec;
    cntwithen #(
        .BITWIDTH(BITWIDTH)
    ) u_cntwithen (
        .iClk(iClk),
        .iRstN(iRstN),
        .iEn(iEn),
        .iClr(iClr),
        .oCnt(cntNum)
    );
    lsz #(
        .BITWIDTH(BITWIDTH)
    ) u_lsz (
        .iGrey(cntNum),
        .oOneHot(oneHot),
        .lszIdx()
    );
        assign dirVec[1*BITWIDTH-1 : 0*BITWIDTH] = 'd128;
        assign dirVec[2*BITWIDTH-1 : 1*BITWIDTH] = 'd64;
        assign dirVec[3*BITWIDTH-1 : 2*BITWIDTH] = 'd32;
        assign dirVec[4*BITWIDTH-1 : 3*BITWIDTH] = 'd16;
        assign dirVec[5*BITWIDTH-1 : 4*BITWIDTH] = 'd8;
        assign dirVec[6*BITWIDTH-1 : 5*BITWIDTH] = 'd4;
        assign dirVec[7*BITWIDTH-1 : 6*BITWIDTH] = 'd2;
        assign dirVec[8*BITWIDTH-1 : 7*BITWIDTH] = 'd1;
    sobolrng_core #(
        .BITWIDTH(BITWIDTH)
    ) u_sobolrng_core (
        .iClk(iClk),
        .iRstN(iRstN),
        .iEn(iEn),
        .iClr(iClr),
        .iOneHot(oneHot),
        .dirVec(dirVec),
        .oRand(sobolseq)
    );
endmodule
==> flow_metrics.py <==
# Generated from Yosys and OpenROAD reports
metrics = {
    "cts": {
        "numCtsBuffers": 3,
        "postCtsSetupBuffers": 0,
        "clock_latency_ns": 0.24,
        "cts_resized": 0,
        "root_buffer": "clkbuf_8",
        "clock_sinks": 16,
        "cts.clk_slew.worst_paths_ns": 0.06,
        "cts_max_level": 1,
        "clk_path_buf_depth": 2,
        "cts_hold_buf": 0,
        "cts_tree": "done",
    },
    "timing": {
        "rsz0062_at_grt": "false",
        "finalSetupViolations": 0,
        "relSlewSlack_pct": 53.3,
        "clock_skew_ns": 0.000641,
        "hold_violations": 0,
        "finalClockPeriodUsage_pct": 86.0,
        "fmax_mhz": 529,
        "period_needed_ns": 1.89,
        "worstMarginPinSlew_ns": 0.698,
        "setup-tns-final_ns": 0,
        "maxSlewViolCount": 0,
    },
    "setup_path": {
        "cpPeakStageDelay_ns": 0.53,
        "worstPathRequired_ns": 2.36,
        "critPathCaptureType": "flop",
        "worstPathMaxFanout": 3,
        "worst_setup_path_start_kind": "primary input",
        "crit_chain": "clkdlybuf4s50_1 -> ha_1 -> ha_1 -> nand2_1 -> or3_2 -> a21oi_1",
        "worstSetupPathType": "in -> reg",
        "cpMostUsedCell": "ha_1",
        "crit_arrival_ns": 2.05,
        "critPathSlowestCell": "clkdlybuf4s50_1",
    },
    "global_route": {
        "grt_overflow": 0,
        "grt_pass1_vias": 566,
        "grt_max_degree": 17,
        "grt_pass1_wl_um": 2550,
        "grt_usage_pct": 4.14,
        "antenna_found_initial": 0,
    },
    "drt": {
        "antenna-diode-count": 0,
        "ant_nets": 0,
        "vias": 580,
        "via_per_inst": 4.33,
        "drc": 0,
        "dr.pass1.iters": 4,
        "finalWirelength_um": 1500,
        "routedWlPerCell_um": 11.2,
        "drtIter0Drc": 26,
    },
    "floorplanning": {
        "io_pins": 12,
        "die_w_um": 85,
        "fp-row-count": 23,
        "dieArea_um2": 7230,
        "core_area_um2": 4060,
        "die_y_um": 85,
        "floorplanUtilization_pct": 18.5,
    },
    "run": {
        "cap_violations": 0,
        "warning_count": 25,
    },
    "power": {
        "finalPower_uw": 564,
        "p_per_area_nw_per_um2": 586,
        "leakage_uw": 0.000369,
        "peakVddDrop_uv": 433,
    },
    "yosys": {
        "ys.flops": 16,
        "synth_seq_share_pct": 53.2,
        "syn_area_um2": 752,
        "ys_types": 22,
        "netlist_instances": 71,
        "synth_stat.cells": 71,
        "yosys_area_um2": 752,
        "syn_area_per_cell_um2": 10.6,
        "ys.warnings.count": 3,
    },
    "cells_and_area": {
        "finalNonFillerCells": 134,
        "seq_area_um2": 400,
        "mostFrequentLayoutCells": "dfrtp_1, clkdlybuf4s50_1, a21oi_1",
        "logic_area_um2": 340,
        "drive_gt1_share_pct": 10.7,
        "syn_to_final_growth_pct": 28.0,
        "final_core_util_pct": 23.7,
        "final_layout_top_logic_cell": "dfrtp_1",
        "final.fill_count": 417,
    },
    "place": {
        "dp.cells": 131,
        "dp_hpwl_um": 1070,
        "routabilityCongestion": 0.753,
        "port_buffers": 11,
    },
    "worst_hold_path": {
        "hp-class": "reg -> reg",
    },
    "outcome": {
        "status": "complete, no violations",
    },
}
Yosys cell counts:
cell,instances,area share (%)
or4_1,3,3.0
nor2_1,5,2.5
ha_1,2,3.3
nand4b_1,1,1.2
nand4_1,1,0.83
xor2_1,3,3.5
nand3_2,1,1.3
or3_2,3,3.0
dfrtp_1,16,53
or3_1,3,2.5
nand2_1,3,1.5
o21ai_0,6,4.0
nand3_1,2,1.3
nand4_2,1,1.7
nand2b_1,1,0.83
buf_4,1,1.0
a21oi_1,9,6.0
or2b_1,1,1.0
nor2b_1,3,2.5
o31ai_1,3,3.0
xnor2_1,2,2.3
clkbuf_1,1,0.50
state kept, by name (all words and copies together) (netlist names):
register               cells
u_sobolrng_core.oRand      8
u_cntwithen.oCnt           8
stage by stage:
stage	setup slack, ns	hold slack [ns]	cell area, um2
after floorplan	0.737	0.144	752
after global placement	0.143	0.529	921
after detailed placement	0.0915	0.536	921
after CTS	0.320	0.551	962
after global routing	0.207	0.588	962
final	0.308	0.546	962
cells by family after synthesis:
| kind of cell | synth area share, % |
|---|---|
| simple gates | 23.1 |
| compound gates | 13.0 |
| flops | 53.2 |
| buf+inv | 1.50 |
| xor+xnor | 5.82 |
| fa+ha+maj | 3.33 |
worst max-delay path: cells and delay by family:
kind | cells | cell delay, ns
compound gates | 1 | 0.15
buf+inv | 1 | 0.53
fa+ha+maj | 2 | 0.43
simple gates | 2 | 0.51
cell type report:
type,count,area share [%]
Multi-Input combinational cell,53,35.4
Timing Repair Buffer,12,12.2
Tap cell,50,6.50
Clock buffer,3,4.29
Sequential cell,16,41.6
metal layers:
metal	GRT usage (%)	up-vias	wire [um]
li1	-	287	-
met1	5.32	271	743
met2	5.86	20	584
met3	2.89	2	170
met4	0.150	0	4
met5	0	-	0
power breakdown:
part           internal (uW)  switching (uW)  total, uW
Sequential               302            8.95        311
Clock                    121            89.9        211
Combinational           22.5            19.6       42.1
path summary, 6_finish.rpt:
kind	start	endpoint	slack (ns)	cells past startpoint
max	iEn	u_cntwithen.oCnt[6]$_DFF_PN0_	0.31	6
min	u_cntwithen.oCnt[7]$_DFF_PN0_	u_cntwithen.oCnt[7]$_DFF_PN0_	0.55	2
max reg2reg	u_cntwithen.oCnt[0]$_DFF_PN0_	u_cntwithen.oCnt[6]$_DFF_PN0_	0.62	5
min reg2reg	u_cntwithen.oCnt[7]$_DFF_PN0_	u_cntwithen.oCnt[7]$_DFF_PN0_	0.55	2
max in group asynchronous	iRstN	u_sobolrng_core.oRand[5]$_DFFE_PN0P_	1.14	1
min in group asynchronous	iRstN	u_sobolrng_core.oRand[1]$_DFFE_PN0P_	0.62	1
Power figures rest on the tool's default switching activity, not on a simulated workload.
